===== flow/run.sh =====
#!/bin/bash
# OpenROAD 26Q1-2900-gdf79404cd8, Yosys 0.63+post, stock flow scripts
make -C /OpenROAD-flow-scripts/flow DESIGN_CONFIG=/design/flow/config.mk WORK_HOME=/design/flow/orfs finish

===== flow/config.mk =====
export PLATFORM = sky130hd
export DESIGN_NAME = vga_pic
export DESIGN_NICKNAME = vga_pic
export VERILOG_FILES = /design/flow/design.v
export SDC_FILE = /design/flow/constraint.sdc
export NUM_CORES = 4
export LEC_CHECK = 1
export CORE_UTILIZATION = 40

===== flow/constraint.sdc =====
current_design vga_pic

set clk_period 4.4
set clk_io_pct 0.2

create_clock -name clk0 -period $clk_period [get_ports {vga_clk}]

set non_clock_inputs [all_inputs -no_clocks]
set_input_delay [expr $clk_period * $clk_io_pct] -clock clk0 $non_clock_inputs
set_output_delay [expr $clk_period * $clk_io_pct] -clock clk0 [all_outputs]

===== flow/design.v =====
`timescale 1ns/1ps
module vga_pic(
    input  wire        vga_clk,
    input  wire        sys_rst_n,
    input  wire [9:0]  pix_x,
    input  wire [9:0]  pix_y,
    input  wire [9:0]  ball_x,     
    input  wire [9:0]  ball_y,
    input  wire [1:0]  game_state, 
    input  wire        game_reset, 
    output reg  [15:0] brick_data,
    output reg  [49:0] brick_collision,
    output reg         win_sig     
);
    parameter BRICK_ROWS    = 5;
    parameter BRICK_COLS    = 10;
    parameter BRICK_WIDTH   = 60;
    parameter BRICK_HEIGHT  = 20;
    parameter BRICK_GAP     = 2;
    parameter BRICK_START_X = 10;
    parameter BRICK_START_Y = 30;
    parameter BG_COLOR      = 16'h0000;
    parameter TEXT_RADIUS   = 3; 
    wire [15:0] ROW_COLORS [0:4];
    assign ROW_COLORS[0] = 16'hF800;
    assign ROW_COLORS[1] = 16'hFD20;
    assign ROW_COLORS[2] = 16'hFFE0;
    assign ROW_COLORS[3] = 16'h07E0;
    assign ROW_COLORS[4] = 16'h001F;
    reg [49:0] brick_status; 
    reg [5:0] special_brick_id; 
    reg [5:0] lfsr_counter;     
    wire [9:0] brick_total_w = BRICK_WIDTH + BRICK_GAP;
    wire [9:0] brick_total_h = BRICK_HEIGHT + BRICK_GAP;
    wire [9:0] col_idx = (pix_x - BRICK_START_X) / brick_total_w;
    wire [9:0] row_idx = (pix_y - BRICK_START_Y) / brick_total_h;
    wire valid_region = (pix_x >= BRICK_START_X) && (pix_x < BRICK_START_X + BRICK_COLS * brick_total_w) &&
                        (pix_y >= BRICK_START_Y) && (pix_y < BRICK_START_Y + BRICK_ROWS * brick_total_h);
    wire on_brick_face = ((pix_x - BRICK_START_X) % brick_total_w < BRICK_WIDTH) &&
                         ((pix_y - BRICK_START_Y) % brick_total_h < BRICK_HEIGHT);
    wire [5:0] current_brick_id = row_idx * BRICK_COLS + col_idx;
    wire is_brick_pixel = valid_region && on_brick_face && brick_status[current_brick_id];
    always @(posedge vga_clk or negedge sys_rst_n) begin
        if (!sys_rst_n) begin
            lfsr_counter <= 0;
        end else begin
            if (lfsr_counter >= 49) 
                lfsr_counter <= 0;
            else 
                lfsr_counter <= lfsr_counter + 1;
        end
    end
    integer i;
    always @(posedge vga_clk or negedge sys_rst_n) begin
        if (!sys_rst_n) begin
            brick_status <= {50{1'b1}}; 
            win_sig <= 1'b0;
            special_brick_id <= 24; 
        end else if (game_reset) begin
            brick_status <= {50{1'b1}}; 
            win_sig <= 1'b0;
            special_brick_id <= lfsr_counter; 
        end else begin
            for (i = 0; i < 50; i = i + 1) begin
                if (brick_collision[i]) begin
                    if (i != special_brick_id) begin
                        brick_status[i] <= 1'b0;
                    end
                end
            end
            if (brick_status == (50'd1 << special_brick_id)) 
                win_sig <= 1'b1;
            else 
                win_sig <= 1'b0;
        end
    end
    integer r, c;
    always @(*) begin
        brick_collision = 50'b0; 
        if (game_state == 2'b01) begin
            for (r = 0; r < BRICK_ROWS; r = r + 1) begin
                for (c = 0; c < BRICK_COLS; c = c + 1) begin
                    if (brick_status[r * BRICK_COLS + c]) begin
                        if (ball_x + 8 >= BRICK_START_X + c * brick_total_w && 
                            ball_x - 8 <  BRICK_START_X + c * brick_total_w + BRICK_WIDTH && 
                            ball_y + 8 >= BRICK_START_Y + r * brick_total_h && 
                            ball_y - 8 <  BRICK_START_Y + r * brick_total_h + BRICK_HEIGHT) begin
                            brick_collision[r * BRICK_COLS + c] = 1'b1;
                        end
                    end
                end
            end
        end
    end
    function automatic is_round_rect;
        input [9:0] x_in, y_in;
        input [9:0] x1, y1, x2, y2; 
        input [9:0] R;
        reg is_rect;
        begin
            is_rect = 1'b1;
            if (x_in < x1 || x_in >= x2 || y_in < y1 || y_in >= y2) begin
                is_rect = 1'b0;
            end else if (R > 0) begin
                if (x_in < x1 + R && y_in < y1 + R) is_rect = 1'b0;
                else if (x_in >= x2 - R && y_in < y1 + R) is_rect = 1'b0;
                else if (x_in < x1 + R && y_in >= y2 - R) is_rect = 1'b0;
                else if (x_in >= x2 - R && y_in >= y2 - R) is_rect = 1'b0;
            end
            is_round_rect = is_rect;
        end
    endfunction
    reg is_text_pixel;
    wire [9:0] tx = pix_x; 
    wire [9:0] ty = pix_y;
    wire [11:0] diag_calc_lhs = (tx >= 320) ? ((tx - 320) * 3) : 12'd0; 
    wire [11:0] diag_calc_rhs = (ty >= 200) ? ((ty - 200) * 2) : 12'd0;
    wire [11:0] diag_calc_end_n_x = (tx >= 300) ? (tx - 300) : 12'd0;
    wire [11:0] diag_calc_end_n_y = (ty >= 200) ? (ty - 200) : 12'd0;
    wire [11:0] r_x_diff = (tx >= 340) ? (tx - 340) : 12'd0;
    wire [11:0] r_y_diff = (ty >= 235) ? (ty - 235) : 12'd0;
    wire [12:0] r_lhs = r_y_diff * 6;
    wire [12:0] r_rhs = r_x_diff * 5;
    always @(*) begin
        is_text_pixel = 0;
        if (game_state == 2'b00) begin
            if(is_round_rect(tx, ty, 180, 200, 220, 210, TEXT_RADIUS)) is_text_pixel = 1; 
            if(is_round_rect(tx, ty, 180, 225, 220, 235, TEXT_RADIUS)) is_text_pixel = 1; 
            if(is_round_rect(tx, ty, 180, 250, 220, 260, TEXT_RADIUS)) is_text_pixel = 1; 
            if(is_round_rect(tx, ty, 180, 200, 190, 235, TEXT_RADIUS)) is_text_pixel = 1; 
            if(is_round_rect(tx, ty, 210, 225, 220, 260, TEXT_RADIUS)) is_text_pixel = 1; 
            if(is_round_rect(tx, ty, 230, 200, 270, 210, TEXT_RADIUS)) is_text_pixel = 1; 
            if(is_round_rect(tx, ty, 245, 200, 255, 260, TEXT_RADIUS)) is_text_pixel = 1; 
            if(is_round_rect(tx, ty, 280, 200, 320, 210, TEXT_RADIUS)) is_text_pixel = 1; 
            if(is_round_rect(tx, ty, 280, 225, 320, 235, TEXT_RADIUS)) is_text_pixel = 1; 
            if(is_round_rect(tx, ty, 280, 200, 290, 260, TEXT_RADIUS)) is_text_pixel = 1; 
            if(is_round_rect(tx, ty, 310, 200, 320, 260, TEXT_RADIUS)) is_text_pixel = 1; 
            if(is_round_rect(tx, ty, 330, 200, 340, 260, TEXT_RADIUS)) is_text_pixel = 1; 
            if(is_round_rect(tx, ty, 340, 200, 370, 210, TEXT_RADIUS)) is_text_pixel = 1; 
            if(is_round_rect(tx, ty, 340, 225, 370, 235, TEXT_RADIUS)) is_text_pixel = 1; 
            if(is_round_rect(tx, ty, 360, 200, 370, 235, TEXT_RADIUS)) is_text_pixel = 1; 
            if(tx >= 340 && tx < 370 && ty >= 235 && ty < 260) begin
                if(r_lhs >= r_rhs - 30 && r_lhs <= r_rhs + 30) is_text_pixel = 1;
            end
            if(is_round_rect(tx, ty, 380, 200, 420, 210, TEXT_RADIUS)) is_text_pixel = 1; 
            if(is_round_rect(tx, ty, 395, 200, 405, 260, TEXT_RADIUS)) is_text_pixel = 1; 
        end
        else if (game_state == 2'b10) begin  
            if(is_round_rect(tx, ty, 240, 200, 250, 260, TEXT_RADIUS)) is_text_pixel = 1; 
            if(is_round_rect(tx, ty, 270, 200, 280, 260, TEXT_RADIUS)) is_text_pixel = 1; 
            if(is_round_rect(tx, ty, 250, 250, 270, 260, TEXT_RADIUS)) is_text_pixel = 1; 
            if(is_round_rect(tx, ty, 255, 230, 265, 250, TEXT_RADIUS)) is_text_pixel = 1; 
            if(is_round_rect(tx, ty, 295, 200, 305, 260, TEXT_RADIUS)) is_text_pixel = 1; 
            if(is_round_rect(tx, ty, 320, 200, 330, 260, TEXT_RADIUS)) is_text_pixel = 1; 
            if(is_round_rect(tx, ty, 350, 200, 360, 260, TEXT_RADIUS)) is_text_pixel = 1; 
            if(tx >= 330 && tx < 350 && ty >= 200 && ty < 260) begin
                if(diag_calc_lhs >= diag_calc_rhs - 5 && diag_calc_lhs <= diag_calc_rhs + 5) is_text_pixel = 1;
            end
        end
        else if (game_state == 2'b11) begin  
            if(is_round_rect(tx, ty, 240, 200, 250, 260, TEXT_RADIUS)) is_text_pixel = 1; 
            if(is_round_rect(tx, ty, 240, 200, 280, 210, TEXT_RADIUS)) is_text_pixel = 1; 
            if(is_round_rect(tx, ty, 240, 225, 270, 235, TEXT_RADIUS)) is_text_pixel = 1; 
            if(is_round_rect(tx, ty, 240, 250, 280, 260, TEXT_RADIUS)) is_text_pixel = 1; 
            if(is_round_rect(tx, ty, 290, 200, 300, 260, TEXT_RADIUS)) is_text_pixel = 1; 
            if(is_round_rect(tx, ty, 320, 200, 330, 260, TEXT_RADIUS)) is_text_pixel = 1; 
            if(tx >= 300 && tx < 320 && ty >= 200 && ty < 260) begin
                if( diag_calc_end_n_x * 3 >= diag_calc_end_n_y - 3 && diag_calc_end_n_x * 3 <= diag_calc_end_n_y + 3) is_text_pixel = 1; 
            end
            if(is_round_rect(tx, ty, 340, 200, 350, 260, TEXT_RADIUS)) is_text_pixel = 1; 
            if(is_round_rect(tx, ty, 340, 200, 380, 260, 7)) begin 
                if(tx >= 350 && tx < 370 && ty >= 210 && ty < 250) is_text_pixel = 0;
                else is_text_pixel = 1; 
            end
        end
    end
    always @(posedge vga_clk or negedge sys_rst_n) begin
        if (!sys_rst_n) brick_data <= BG_COLOR;
        else begin
            if (game_state == 2'b01) begin
                if (is_brick_pixel) begin
                    if (current_brick_id == special_brick_id)
                        brick_data <= 16'hFFFF;
                    else if(row_idx < 5) 
                        brick_data <= ROW_COLORS[row_idx];
                    else 
                        brick_data <= BG_COLOR;
                end else begin
                    brick_data <= BG_COLOR;
                end
            end
            else begin  
                case(game_state)
                    2'b00: brick_data <= is_text_pixel ? 16'h07E0 : BG_COLOR;  
                    2'b10: brick_data <= is_text_pixel ? 16'h001F : BG_COLOR;  
                    2'b11: brick_data <= is_text_pixel ? 16'hF800 : BG_COLOR;  
                    default: brick_data <= BG_COLOR;
                endcase
            end
        end
    end
endmodule

==> results.txt <==
Quick summary of the implementation run below.

The maximum fanout count along the critical path is 7. The sum of buffers and inverters on the critical path came out at 9. The total of fill cells in the finished design came out at 3436. The number of hold-repair buffers added at the cts stage came out at 0.

The critical path's slowest stage uses the library cell sky130_fd_sc_hd__or4b_4. The overall global routing resource usage is 0.337. The instance tally after logic synthesis came out at 2266.

The post-detailed-route via-to-cell ratio is 5.79. Per the run report, area growth between synthesis and finish was 51.0%. Max-cap violations in this run came to 0. Among all flip-flop cells after synthesis, the most frequent one is sky130_fd_sc_hd__dfstp_2. The timing-limited maximum frequency came out at 139 MHz. The number of cells on the worst reg-to-reg path came out at 10. The DRC violation total after the first TritonRoute iteration came out at 1582. The floorplan step records an initial core utilization of 0.405. The largest net degree at the start of global routing came out at 59.

In this run the tools logged warnings totalling 74. The largest single stage delay on the critical path is 0.51 ns. The tally of non-filler cells in the final layout is 3505. The remaining global-route overflow came out at 0.

On the critical path the data arrives at 7.42 ns. The proportion of netlist area held by the largest area contributor came out at 0.149. The path length in cells of the critical path is 38. No sink is reached through more buffers than the 2 on the longest clock path.

The area used by multi-input combinational logic is 0.0145 sq mm. The global-route wire length before repair came out at 108000 um. The cell count in the Yosys report is 2266. Sorting the synthesized cells by area gives the leading types as sky130_fd_sc_hd__ha_1, sky130_fd_sc_hd__dfstp_2, sky130_fd_sc_hd__a21oi_1. For reference, the most critical setup path is categorized as in2reg. The placer congestion estimate came out at 1.04. The total of buffers placed on input and output ports came out at 111. Of all flip-flops after synthesis, the portion carrying an async set or reset was 1.00. The remaining antenna violation count came out at 0. The registers of the reported paths see a clock transition of 0.06 ns. The pin closest to its max-slew limit shows a slew of 0.838 ns. The number of global-route vias before repair came to 19528.

TritonCTS built the clock tree. Per the final layout report, the fraction of cells sized above drive strength 1 comes to 0.339. The mapped netlist covers 0.0161 sq mm. The register area is 0.00174 sq mm. Grouping stages by cell kind, the critical path spends the most delay in AND-OR/OR-AND gates. The worst setup path is captured at a flop. The tightest slew margin relative to the limit came out at 0.436. The post-synth register bit count is 67. STA on the placed design reports a worst setup slack of -3.92 ns. The count of library flops with an enable pin is 0. The wire-length estimate of the detail-placed layout is 54200 um. The worst endpoint required time is 4.64 ns. For the final routed database, the setup TNS stands at -10.67 ns. The type of the tightest min-delay check is in2async. The area figure in the yosys stat output is 0.0161 sq mm. After synthesis, the mean cell area works out to 7.08 sq um. For reference, the top cells by count after synthesis are sky130_fd_sc_hd__nand2_1, sky130_fd_sc_hd__nor2_1, sky130_fd_sc_hd__ha_1, sky130_fd_sc_hd__a21oi_1, sky130_fd_sc_hd__o21ai_0. In the routed design, unresolved DRC markers number 0. The power report puts the leakage power at 10.7 nW. The clock latency on the worst-skew pair is 0.34 ns.

In the post-route report, total wirelength is listed as 68000 um. The final report lists the setup-violating endpoint count as 4. Per the final timing report, the hold violations number 0. The core box area is 0.0396 sq mm. The post-route clock period utilization came out at 1.63. The clock sink count is 67.

For this run the top cell type by instance count after synthesis was sky130_fd_sc_hd__nand2_1. The synthesized design spends more area on one cell type than any other, namely sky130_fd_sc_hd__ha_1. The cell count after placement is 3436. The antenna diode count came out at 0. The maximum resistive drop on vdd came out at 337 uV.

The core occupancy in the finished layout is 0.611. Setup repair after global routing could not meet its margin everywhere. The total number of placement rows came out at 73. The iteration count of the initial detailed-routing pass came out at 8. The number of antenna violations at the first check in global routing came to 0.

Measured along the x axis, the die boundary spans 202 um. The worst setup path is launched from a primary input. The number of different library cells in the post-synthesis netlist is 106. The die boundary height is 202 um. The maximum clock skew at final layout is 0.00732 ns. Counting I/O delays and the setup requirement, the final critical path takes 7.19 ns.

The total clock buffers created by CTS came out at 9. The post-route worst setup slack came out at -2.79 ns. The tree is rooted in a sky130_fd_sc_hd__clkbuf_16. The sequential cell area fraction in the yosys report is 0.109. Power comes to 0.00653 W. Per the detail_route report, the via count comes to 20296.

The power density over the cells is 269 mW/mm^2. The area enclosed by the die boundary came out at 0.0409 sq mm. The script logs the mean routed wire length per placed instance as 19.4 um. The final reports fail on setup timing. The max-slew violation total from the final report came out at 0. The number of levels the H-tree was split into came out at 3. The I/O pin count came out at 112. The run finished, with violations left.

For this run, the number of Yosys warnings is 1.
-- worst reg2reg max path, cell delays in order (launching register included) --
cell                        delay, ns
sky130_fd_sc_hd__dfrtp_1         0.51
sky130_fd_sc_hd__nor2_1          0.28
sky130_fd_sc_hd__nand3_1         0.45
sky130_fd_sc_hd__o21ai_0         0.32
sky130_fd_sc_hd__nand4_1         0.13
sky130_fd_sc_hd__a221oi_1        0.24
sky130_fd_sc_hd__o21ai_0         0.13
sky130_fd_sc_hd__or4_1           0.50
sky130_fd_sc_hd__nor4_1          0.36
sky130_fd_sc_hd__o2111ai_1       0.17
sky130_fd_sc_hd__nor4_1          0.26
-- registers in the layout, summed over array words and instances (netlist names) --
register	flops
lfsr_counter	6
brick_data	4
special_brick_id	6
win_sig	1
brick_status	50
-- path summary, 6_finish.rpt --
check / end / from / slack (ns)
min in group clk0: special_brick_id[5]$_DFFE_PN0P_ / lfsr_counter[5]$_DFF_PN0_ / 0.52
worst max register to register: win_sig$_DFF_PN0_ / special_brick_id[2]$_DFFE_PN0P_ / 0.93
worst max-delay path: brick_data[4]$_DFF_PN0_ / pix_y[4] / -2.79
max in group asynchronous: special_brick_id[0]$_DFFE_PN0P_ / sys_rst_n / 2.89
worst min register to register: special_brick_id[5]$_DFFE_PN0P_ / lfsr_counter[5]$_DFF_PN0_ / 0.52
worst min-delay path: brick_data[10]$_DFF_PN0_ / sys_rst_n / 0.51
-- area by class of cell --
type | count | area share
clock buffers | 11 | 0.0105
clock inverters | 5 | 0.00253
inverters | 88 | 0.0143
multi-input cells | 1986 | 0.599
flip-flops and latches | 67 | 0.0719
well taps | 525 | 0.0271
repair buffers | 823 | 0.275
-- kinds of logic (layout without fill, tap and decap cells) --
family,after synthesis,count (layout),synth area share
buf+inv,214,927,0.0552
simple gates,863,864,0.270
flops,67,67,0.109
xor+xnor,140,140,0.0764
compound gates,757,757,0.315
fa+ha+maj,196,196,0.155
mux,29,29,0.0195
-- where the power goes --
| group | total [W] | internal, W | switching, W |
|---|---|---|---|
| Sequential | 0.000640 | 0.000627 | 0.0000131 |
| Clock | 0.000764 | 0.000474 | 0.000290 |
| Combinational | 0.00512 | 0.00257 | 0.00256 |
| Total | 0.00653 | 0.00367 | 0.00286 |
-- stage by stage --
| stage | hold WS, ns | area [sq um] |
|---|---|---|
| floorplan | 0.473 | 16400 |
| global placement | 0.505 | 22600 |
| detailed placement | 0.506 | 22600 |
| CTS | 0.520 | 23900 |
| global route | 0.542 | 24200 |
| finish | 0.515 | 24200 |
-- routing by layer --
metal	share of wire	wire length (um)	GRT usage	up-vias
li1	-	-	-	9873
met1	0.46	31400	0.496	9470
met2	0.43	29100	0.503	813
met3	0.084	5690	0.0735	138
met4	0.025	1730	0.0744	2
met5	0.0012	83	0.0143	-
-- repair_timing --
item | CTS | global route
hold endpoints to repair | 0 | 0
setup endpoints to repair | 54 | 54
resized | 217 | 58
gates cloned | 3 | 0
buffers inserted | 40 | 11
pin swaps | 62 | 30
-- layout by cell type, fill, tap and decap left out, drive strengths merged, types with 82 or more instances in the layout --
cell,n
inv,84
buf,723
ha,191
xnor2,94
a21o,82
a21oi,180
nand3,89
nor2,203
nand2,202
o21ai,186
No activity file was given, so power comes from the tool's default toggle rates.
