--- ./run.sh ---
#!/bin/bash
# OpenROAD 26Q1-2900-gdf79404cd8, Yosys 0.63+post, stock flow scripts
make -C /OpenROAD-flow-scripts/flow DESIGN_CONFIG=/design/flow/config.mk WORK_HOME=/design/flow/orfs finish
--- ./config.mk ---
export PLATFORM = sky130hd
export DESIGN_NAME = VGA_Pic
export DESIGN_NICKNAME = VGA_Pic
export VERILOG_FILES = /design/flow/design.v
export SDC_FILE = /design/flow/constraint.sdc
export NUM_CORES = 4
export LEC_CHECK = 1
export CORE_UTILIZATION = 30
--- ./constraint.sdc ---
current_design VGA_Pic

set clk_period 4.8
set clk_io_pct 0.2

create_clock -name clk0 -period $clk_period [get_ports {vga_clk}]

set non_clock_inputs [all_inputs -no_clocks]
set_input_delay [expr $clk_period * $clk_io_pct] -clock clk0 $non_clock_inputs
set_output_delay [expr $clk_period * $clk_io_pct] -clock clk0 [all_outputs]
--- ./design.v ---
`timescale 1ns/1ps
module VGA_Pic(
    input  wire        vga_clk,
    input  wire        sys_rst_n,
    input  wire [9:0]  pix_x,
    input  wire [9:0]  pix_y,
    input  wire [9:0]  ball_x,     
    input  wire [9:0]  ball_y,
    input  wire [1:0]  game_state, 
    input  wire        game_reset, 
    output reg  [15:0] brick_data,
    output reg  [49:0] brick_collision,
    output reg         win_sig     
);
    parameter BRICK_ROWS    = 5;
    parameter BRICK_COLS    = 10;
    parameter BRICK_WIDTH   = 60;
    parameter BRICK_HEIGHT  = 20;
    parameter BRICK_GAP     = 2;
    parameter BRICK_START_X = 10;
    parameter BRICK_START_Y = 30;
    parameter BG_COLOR      = 16'h0000;
    parameter TEXT_RADIUS   = 3; 
    wire [15:0] ROW_COLORS [0:4];
    assign ROW_COLORS[0] = 16'hF800; 
    assign ROW_COLORS[1] = 16'hFD20; 
    assign ROW_COLORS[2] = 16'hFFE0; 
    assign ROW_COLORS[3] = 16'h07E0; 
    assign ROW_COLORS[4] = 16'h001F; 
    reg [49:0] brick_status; 
    wire [9:0] brick_total_w = BRICK_WIDTH + BRICK_GAP;
    wire [9:0] brick_total_h = BRICK_HEIGHT + BRICK_GAP;
    wire [9:0] col_idx = (pix_x - BRICK_START_X) / brick_total_w;
    wire [9:0] row_idx = (pix_y - BRICK_START_Y) / brick_total_h;
    wire valid_region = (pix_x >= BRICK_START_X) && (pix_x < BRICK_START_X + BRICK_COLS * brick_total_w) &&
                        (pix_y >= BRICK_START_Y) && (pix_y < BRICK_START_Y + BRICK_ROWS * brick_total_h);
    wire on_brick_face = ((pix_x - BRICK_START_X) % brick_total_w < BRICK_WIDTH) &&
                         ((pix_y - BRICK_START_Y) % brick_total_h < BRICK_HEIGHT);
    wire [5:0] current_brick_id = row_idx * BRICK_COLS + col_idx;
    wire is_brick_pixel = valid_region && on_brick_face && brick_status[current_brick_id];
    integer i;
    always @(posedge vga_clk or negedge sys_rst_n) begin
        if (!sys_rst_n) begin
            brick_status <= {50{1'b1}}; 
            win_sig <= 1'b0;
        end else if (game_reset) begin
            brick_status <= {50{1'b1}}; 
            win_sig <= 1'b0;
        end else begin
            for (i = 0; i < 50; i = i + 1) begin
                if (brick_collision[i]) brick_status[i] <= 1'b0;
            end
            if (brick_status == 50'd0) win_sig <= 1'b1;
            else win_sig <= 1'b0;
        end
    end
    integer r, c;
    always @(*) begin
        brick_collision = 50'b0; 
        if (game_state == 2'b01) begin
            for (r = 0; r < BRICK_ROWS; r = r + 1) begin
                for (c = 0; c < BRICK_COLS; c = c + 1) begin
                    if (brick_status[r * BRICK_COLS + c]) begin
                        if (ball_x + 8 >= BRICK_START_X + c * brick_total_w && 
                            ball_x - 8 <  BRICK_START_X + c * brick_total_w + BRICK_WIDTH && 
                            ball_y + 8 >= BRICK_START_Y + r * brick_total_h && 
                            ball_y - 8 <  BRICK_START_Y + r * brick_total_h + BRICK_HEIGHT) begin
                            brick_collision[r * BRICK_COLS + c] = 1'b1;
                        end
                    end
                end
            end
        end
    end
    function automatic is_round_rect;
        input [9:0] x_in, y_in;
        input [9:0] x1, y1, x2, y2; 
        input [9:0] R;
        reg is_rect;
        begin
            is_rect = 1'b1;
            if (x_in < x1 || x_in >= x2 || y_in < y1 || y_in >= y2) begin
                is_rect = 1'b0;
            end else if (R > 0) begin
                if (x_in < x1 + R && y_in < y1 + R) is_rect = 1'b0;
                else if (x_in >= x2 - R && y_in < y1 + R) is_rect = 1'b0;
                else if (x_in < x1 + R && y_in >= y2 - R) is_rect = 1'b0;
                else if (x_in >= x2 - R && y_in >= y2 - R) is_rect = 1'b0;
            end
            is_round_rect = is_rect;
        end
    endfunction
    reg is_text_pixel;
    wire [9:0] tx = pix_x; 
    wire [9:0] ty = pix_y;
    wire [11:0] diag_calc_lhs = (tx >= 320) ? ((tx - 320) * 3) : 12'd0; 
    wire [11:0] diag_calc_rhs = (ty >= 200) ? ((ty - 200) * 2) : 12'd0;
    wire [11:0] diag_calc_end_n_x = (tx >= 300) ? (tx - 300) : 12'd0;
    wire [11:0] diag_calc_end_n_y = (ty >= 200) ? (ty - 200) : 12'd0;
    wire [11:0] r_x_diff = (tx >= 340) ? (tx - 340) : 12'd0;
    wire [11:0] r_y_diff = (ty >= 235) ? (ty - 235) : 12'd0;
    wire [12:0] r_lhs = r_y_diff * 6;
    wire [12:0] r_rhs = r_x_diff * 5; 
    always @(*) begin
        is_text_pixel = 0;
        if (game_state == 2'b00) begin  
            if(is_round_rect(tx, ty, 180, 200, 220, 210, TEXT_RADIUS)) is_text_pixel = 1;  
            if(is_round_rect(tx, ty, 180, 225, 220, 235, TEXT_RADIUS)) is_text_pixel = 1;  
            if(is_round_rect(tx, ty, 180, 250, 220, 260, TEXT_RADIUS)) is_text_pixel = 1;  
            if(is_round_rect(tx, ty, 180, 200, 190, 235, TEXT_RADIUS)) is_text_pixel = 1;  
            if(is_round_rect(tx, ty, 210, 225, 220, 260, TEXT_RADIUS)) is_text_pixel = 1;  
            if(is_round_rect(tx, ty, 230, 200, 270, 210, TEXT_RADIUS)) is_text_pixel = 1;  
            if(is_round_rect(tx, ty, 245, 200, 255, 260, TEXT_RADIUS)) is_text_pixel = 1;  
            if(is_round_rect(tx, ty, 280, 200, 320, 210, TEXT_RADIUS)) is_text_pixel = 1;  
            if(is_round_rect(tx, ty, 280, 225, 320, 235, TEXT_RADIUS)) is_text_pixel = 1;  
            if(is_round_rect(tx, ty, 280, 200, 290, 260, TEXT_RADIUS)) is_text_pixel = 1;  
            if(is_round_rect(tx, ty, 310, 200, 320, 260, TEXT_RADIUS)) is_text_pixel = 1;  
            if(is_round_rect(tx, ty, 330, 200, 340, 260, TEXT_RADIUS)) is_text_pixel = 1; 
            if(is_round_rect(tx, ty, 340, 200, 370, 210, TEXT_RADIUS)) is_text_pixel = 1;  
            if(is_round_rect(tx, ty, 340, 225, 370, 235, TEXT_RADIUS)) is_text_pixel = 1;  
            if(is_round_rect(tx, ty, 360, 200, 370, 235, TEXT_RADIUS)) is_text_pixel = 1;  
            if(tx >= 340 && tx < 370 && ty >= 235 && ty < 260) begin
                if(r_lhs >= r_rhs - 30 && r_lhs <= r_rhs + 30) begin
                    is_text_pixel = 1;
                end
            end
            if(is_round_rect(tx, ty, 380, 200, 420, 210, TEXT_RADIUS)) is_text_pixel = 1;  
            if(is_round_rect(tx, ty, 395, 200, 405, 260, TEXT_RADIUS)) is_text_pixel = 1;  
        end
        else if (game_state == 2'b10) begin  
            if(is_round_rect(tx, ty, 240, 200, 250, 260, TEXT_RADIUS)) is_text_pixel = 1;  
            if(is_round_rect(tx, ty, 270, 200, 280, 260, TEXT_RADIUS)) is_text_pixel = 1;  
            if(is_round_rect(tx, ty, 250, 250, 270, 260, TEXT_RADIUS)) is_text_pixel = 1;  
            if(is_round_rect(tx, ty, 255, 230, 265, 250, TEXT_RADIUS)) is_text_pixel = 1;  
            if(is_round_rect(tx, ty, 295, 200, 305, 260, TEXT_RADIUS)) is_text_pixel = 1; 
            if(is_round_rect(tx, ty, 320, 200, 330, 260, TEXT_RADIUS)) is_text_pixel = 1;  
            if(is_round_rect(tx, ty, 350, 200, 360, 260, TEXT_RADIUS)) is_text_pixel = 1;  
            if(tx >= 330 && tx < 350 && ty >= 200 && ty < 260) begin
                if(diag_calc_lhs >= diag_calc_rhs - 5 && diag_calc_lhs <= diag_calc_rhs + 5) 
                    is_text_pixel = 1;
            end
        end
        else if (game_state == 2'b11) begin  
            if(is_round_rect(tx, ty, 240, 200, 250, 260, TEXT_RADIUS)) is_text_pixel = 1;  
            if(is_round_rect(tx, ty, 240, 200, 280, 210, TEXT_RADIUS)) is_text_pixel = 1;  
            if(is_round_rect(tx, ty, 240, 225, 270, 235, TEXT_RADIUS)) is_text_pixel = 1;  
            if(is_round_rect(tx, ty, 240, 250, 280, 260, TEXT_RADIUS)) is_text_pixel = 1;  
            if(is_round_rect(tx, ty, 290, 200, 300, 260, TEXT_RADIUS)) is_text_pixel = 1;  
            if(is_round_rect(tx, ty, 320, 200, 330, 260, TEXT_RADIUS)) is_text_pixel = 1;  
            if(tx >= 300 && tx < 320 && ty >= 200 && ty < 260) begin
                if( diag_calc_end_n_x * 3 >= diag_calc_end_n_y - 3 && diag_calc_end_n_x * 3 <= diag_calc_end_n_y + 3)
                    is_text_pixel = 1; 
            end
            if(is_round_rect(tx, ty, 340, 200, 350, 260, TEXT_RADIUS)) is_text_pixel = 1; 
            if(is_round_rect(tx, ty, 340, 200, 380, 260, 7)) begin 
                if(tx >= 350 && tx < 370 && ty >= 210 && ty < 250) begin
                    is_text_pixel = 0;
                end else begin
                    is_text_pixel = 1; 
                end
            end
        end
    end
    always @(posedge vga_clk or negedge sys_rst_n) begin
        if (!sys_rst_n) brick_data <= BG_COLOR;
        else begin
            if (game_state == 2'b01) begin 
                if (is_brick_pixel) begin
                    if(row_idx < 5) brick_data <= ROW_COLORS[row_idx];
                    else brick_data <= BG_COLOR;
                end else begin
                    brick_data <= BG_COLOR;
                end
            end
            else begin 
                case(game_state)
                    2'b00: brick_data <= is_text_pixel ? 16'h07E0 : BG_COLOR;
                    2'b10: brick_data <= is_text_pixel ? 16'h001F : BG_COLOR;
                    2'b11: brick_data <= is_text_pixel ? 16'hF800 : BG_COLOR;
                    default: brick_data <= BG_COLOR;
                endcase
            end
        end
    end
endmodule
==> results.cfg <==
; generated from flow reports
[layout]
drive_above_1_share_pct = 32.1
fillCellCount = 4792
logic_area_um2 = 13100
final_util_pct = 44.9
regArea_um2 = 1440
area_growth_pct = 47.6

[cts]
cts_hold_buf = 0
clkSinkCount = 55
cts-root-buf = clkbuf_16
cts_buffers = 5
clk_pin_slew_ns = 0.07
cts_max_path_buffers = 2
clk_latency_ns = 0.29
cts_tree = yes
htree_levels = 2

[flow_run]
maxCapViolations = 0
tool_warnings = 73

[detailed_routing]
drt_iter0_drc = 1357
drtAntennaViolNets = 0
avgRoutedWirePerCell_um = 17.0
drt-total-wl_um = 57100
vias = 17800
num_antenna_cells = 0
drc = 0
via_per_inst = 5.28
drtPass1Iterations = 5

[synth]
synth.distinct_cells = 123
syn_area_per_cell_um2 = 7.31
synth_cells = 2043
yosys_warnings = 1
yosysCellCount = 2043
ys_ff = 55
top_area_cell = ha_1
synth-seq-area-share_pct = 9.64
ys_chip_area_um2 = 14900
synth.cell_area_um2 = 14900
async_flop_share_pct = 100
enable_flop_cells = 0
synth.top_cell.area_share_pct = 15.8
flop_cell = dfstp_2
top_cells_by_area = ha_1 (16%), dfstp_2 (8.8%), xnor2_1 (5.3%), a21oi_1 (4.7%), nand2_1 (4.5%)

[setup_path]
crit_type = in -> reg
r2r_start = brick_status[46]
cp_max_fo = 6
crit_required_ns = 4.99
critPathArrivalTime_ns = 7.94
worstSetupEndpointType = flop
rr_worst_depth = 7
slowest_stage = or4b_4
cp-start-kind = input pin
rrSetupSlack_ns = 2.47
timing.rr.end = brick_data[10]
cp_slowest_stage_delay_ns = 0.56

[floorplan]
die-area_um2 = 50700
top_level_ports = 112
core_area_um2 = 49100
die_x_um = 225
die_y_um = 225
rows = 81
initial_core_util_pct = 30.4

[place]
place_ws_ns = -3.80
globalplace.congestion = 1.01
port_buffers = 111
dp_hpwl_um = 46900

[min_path]
hold_path_class = reg -> reg
holdCritStartpoint = brick_status[40]
holdPathStages = 2
hold_end = brick_status[40]

[power_and_ir_drop]
p_leak_nw = 10.7
vdd.ir_drop.worst_uv = 542
power_density_nw_per_um2 = 310

[sta]
fin_ws_ns = -2.94
setup_viol = 4
timing.final.crit_share_pct = 161
slew_headroom_pct = 53.5
fmax_ghz = 0.129
worst-slew-pin-transition_ns = 0.697
final_max_slew_viol_count = 0
finalHoldViolCount = 0
skew_ns = 0.00760
rsz0062_at_grt = yes
fin_crit_ns = 7.74

[global_route]
grt.total_usage_pct = 22.8
grt_pass1_vias = 17300
grt_pass1_wl_um = 91700
gr-total-overflow = 0
grt_antenna_before_repair = 0
grt_max_degree = 56

[run_status]
outcome = complete, but fails checks
violations = setup timing
-- what timing repair did --
action                                 CTS  global route
endpoints found under the hold margin    0             0
resized                                 99            61
cloned                                   2             1
setup endpoints to repair               50            51
pin swaps                               37            29
buffers inserted                        17             6
-- sequential cells by signal (all words and copies together), names as in the netlist --
register	count
brick_data	4
brick_status	50
win_sig	1
-- synthesized netlist by cell type (all sizes together), types with 20 or more instances --
cell	count
nor4	45
xor2	47
a21oi	141
nor2	172
mux2i	24
buf	43
o21a	21
nor2b	27
clkbuf	63
xnor2	93
inv	128
nand4	37
nand2b	26
and3	66
o211ai	20
a21o	52
a211oi	26
o21bai	72
ha	189
o21ai	108
dfstp	50
nor3	55
nand3	65
nand2	178
a31oi	30
-- routing by layer --
metal / part of all wire, % / routed length (um) / up-vias / track usage [%]
met5: 0 / 0 / - / 0
met4: 2.0 / 1160 / 0 / 4.10
met3: 5.6 / 3200 / 84 / 2.69
met2: 45 / 25700 / 507 / 36.6
met1: 47 / 27000 / 8312 / 33.4
li1: - / - / 8884 / -
-- per-stage QoR --
step / setup TNS (ns) / total power [mW] / cells / instance area, um^2 / hold slack, ns
2_1_floorplan: -11.57 / 4.02 / 2043 / 15200 / 0.462
3_3_place_gp: -17.07 / 6.25 / 3336 / 21300 / 0.472
3_5_place_dp: -18.37 / 6.26 / 3336 / 21300 / 0.477
4_1_cts: -11.68 / 6.76 / 3362 / 21800 / 0.491
5_1_grt: -13.62 / 7.49 / 3367 / 22000 / 0.509
6_report: -11.61 / 6.84 / 3367 / 22000 / 0.491
-- layout make-up --
class / count / share of cell area [%]
inverter: 129 / 2.21
multi-input combinational: 1755 / 59.5
clock inverter: 3 / 0.0852
timing repair buffer: 756 / 27.3
sequential: 55 / 6.53
clock buffer: 5 / 0.568
tap: 664 / 3.77
-- critical path: cells and delay by family --
family / cells / cell delay [ns]
compound gates: 12 / 2.81
fa+ha+maj: 4 / 0.85
buf+inv: 2 / 0.24
simple gates: 5 / 2.14
xor+xnor: 6 / 0.93
-- kinds of logic after synthesis --
logic type	Yosys count	synth area share (%)
and+or+nand+nor	761	26.1
AOI/OAI and AO/OA	622	29.6
buffers and inverters	235	6.65
adders and majority gates	194	16.5
xor gates and xnor gates	142	8.76
DFF	55	9.64
muxes	34	2.79
-- power breakdown --
group / switching, mW / internal [mW]
Combinational: 2.91 / 3.09
Sequential: 0.00402 / 0.471
Clock: 0.168 / 0.194
-- cell usage in the layout, fill, tap and decap left out, drive strengths merged, types with 24 or more instances in the layout --
master,instances
o21bai,72
nand2b,26
a31oi,31
nor3,55
a21oi,141
inv,129
and3,66
a211oi,26
o21ai,108
buf,655
nor2,172
nand3,65
xnor2,93
nand4,37
dfstp,50
clkdlybuf4s50,93
xor2,47
a21o,52
nand2,178
nor2b,27
mux2i,24
ha,189
nor4,45
-- worst max path at each step --
| stage | endpoint | cells after the start | start | slack, ns |
|---|---|---|---|---|
| final | brick_data[10] | 29 | pix_y[1] | -2.94 |
| after CTS | brick_data[9] | 30 | pix_y[2] | -2.95 |
| after global routing | brick_data[9] | 34 | pix_y[1] | -3.30 |
Power is estimated from default activity; no workload was simulated.
