### flow/config.mk
export PLATFORM = sky130hd
export DESIGN_NAME = breakout_debounce
export DESIGN_NICKNAME = breakout_debounce
export VERILOG_FILES = /design/flow/design.v
export SDC_FILE = /design/flow/constraint.sdc
export NUM_CORES = 4
export LEC_CHECK = 1
export CORE_UTILIZATION = 50
### flow/run.sh
#!/bin/bash
# OpenROAD 26Q1-2900-gdf79404cd8, Yosys 0.63+post, stock flow scripts
make -C /OpenROAD-flow-scripts/flow DESIGN_CONFIG=/design/flow/config.mk WORK_HOME=/design/flow/orfs finish
### flow/constraint.sdc
current_design breakout_debounce

set clk_period 9.7
set clk_io_pct 0.2

create_clock -name clk0 -period $clk_period [get_ports {clk}]

set non_clock_inputs [all_inputs -no_clocks]
set_input_delay [expr $clk_period * $clk_io_pct] -clock clk0 $non_clock_inputs
set_output_delay [expr $clk_period * $clk_io_pct] -clock clk0 [all_outputs]
### flow/design.v
`timescale 1ns / 1ns
module breakout_debounce #(
    parameter DEBOUNCE_TIME = 10000
)(
    input wire clk,
    input wire reset,
    input wire left_in,
    input wire right_in,
    input wire start_in,
    output reg left_out,
    output reg right_out,
    output reg start_out
);
    reg [19:0] left_counter = 0;
    reg [19:0] right_counter = 0;
    reg [19:0] start_counter = 0;
    reg left_prev = 0;
    reg right_prev = 0;
    reg start_prev = 0;
    always @(posedge clk or negedge reset) begin
        if (!reset) begin 
            left_out <= 0;
            left_prev <= 0;
            left_counter <= 0;
        end else begin
            left_prev <= left_in;
            if (left_in != left_prev) begin
                left_counter <= 0;
            end else if (left_counter < DEBOUNCE_TIME) begin
                left_counter <= left_counter + 1;
            end else begin
                left_out <= left_in;
            end
        end
    end
    always @(posedge clk or negedge reset) begin
        if (!reset) begin 
            right_out <= 0;
            right_prev <= 0;
            right_counter <= 0;
        end else begin
            right_prev <= right_in;
            if (right_in != right_prev) begin
                right_counter <= 0;
            end else if (right_counter < DEBOUNCE_TIME) begin
                right_counter <= right_counter + 1;
            end else begin
                right_out <= right_in;
            end
        end
    end
    always @(posedge clk or negedge reset) begin
        if (!reset) begin 
            start_out <= 0;
            start_prev <= 0;
            start_counter <= 0;
        end else begin
            start_prev <= start_in;
            if (start_in != start_prev) begin
                start_counter <= 0;
            end else if (start_counter < DEBOUNCE_TIME) begin
                start_counter <= start_counter + 1;
            end else begin 
                start_out <= start_in;
            end
        end
    end
endmodule
==> metrics.csv <==
stage,metric,value,unit
synthesis,Yosys Instances,299,
floorplanning,full die area,0.00670,sq mm
global_route,first-pass GRT wire length,9.33,mm
timing,worst-margin pin slew,833,ps
placed_design,placed wire-length estimate,3.53,mm
global_route,global routing usage on met3,4.85,%
power_and_ir_drop,Leak,1.49,nW
routing,final WL,5.41,mm
global_route,total global routing overflow,0,
clock_tree,clock slew at reported path FFs,70,ps
clock_tree,Latency at later pin,330,ps
routing,DR pass1 iterations,4,
timing,# setup viols final,0,
floorplanning,Die H,81.9,microns
power_and_ir_drop,pwr dens,156,mW/mm^2
routing,ANT nets after route,0,
synthesis,biggest area cells,"dfrtp_1 52%, xnor2_1 8.5%, nor2_1 5.4%",
timing,Tmin final,3120,ps
clock_tree,# hold bufs at CTS,0,
timing,"Hold Vio Cnt, Final",0,
global_route,largest net degree at the start of global routing,45,
flow_run,Tool Warnings,25,
floorplanning,# IOs,8,
synthesis,yosys stat chip area,0.00319,sq mm
setup_path,Critical Path RT,7760,ps
routing,Routed WL per cell,13.8,microns
synthesis,syn_area_per_cell,10.7,sq um
timing,Slew Limit Fails,0,
setup_path,"Buf+Inv Stages, Crit Path",1,
synthesis,number of enable flip-flop cells,0,
global_route,vias in the first global route,1986,
power_and_ir_drop,maximum VDD drop,0.0976,mV
placed_design,routability cong.,0.778,
clock_tree,CTS tree,done,
synthesis,top_reg_cell synth,dfrtp_1,
placed_design,input/output buffers,7,
global_route,Top Usage Layer GRT,met1,
synthesis,most frequent cell after synthesis,dfrtp_1,
synthesis,Distinct lib cells used,46,
synthesis,Seq cells post-synth,66,
global_route,met2 Usage GRT,27.2,%
clock_tree,root cell of the clock tree,clkbuf_8,
synthesis,"area leader, netlist",dfrtp_1,
clock_tree,Post-CTS Setup Inserts,0,
synthesis,Post-synth top cells,"66 x dfrtp_1, 46 x nor2_1, 31 x xnor2_1",
synthesis,Gate Count Post-Synth,299,
synthesis,ys async rst share,100,%
timing,f_max,321,MHz
status,status,finished clean,
cells_and_area,filler cell count in the final layout,499,
routing,vias per cell,5.41,
clock_tree,clock buffer depth,2,
cells_and_area,share of layout cells above drive strength 1,13.5,%
setup_path,Top Family by Delay on Critical Path,buffers and inverters,
placed_design,cell area after placement,0.00334,sq mm
routing,Vias,2127,
setup_path,Crit. End Element,output port,
timing,Worst slew margin,44.5,%
cells_and_area,layout overhead on the synthesized area,10.9,%
hold_path,Worst Hold Class,flop to flop,
setup_path,"critical path, cell by cell",clkdlybuf4s50_1,
timing,setup_tns,0,ps
global_route,met1 usage,30.7,%
timing,RSZ-0062 raised after global routing,false,
synthesis,Post-synth seq share,51.8,%
setup_path,Crit Path Max Fanout,3,
setup_path,Max stage delay on crit path,470,ps
clock_tree,TritonCTS Buffers,9,
floorplanning,core area,0.00603,sq mm
setup_path,Setup CP Type,flop to output port,
floorplanning,Chip Width,81.9,microns
floorplanning,Row Count,28,
cells_and_area,Final Cell Area,0.00354,sq mm
floorplanning,fp_density,52.9,%
flow_run,max_cap viols,0,
clock_tree,cts repair resizes,0,
routing,DR DRC count,0,
setup_path,critical path's slowest cell,clkdlybuf4s50_1,
routing,antenna cells,0,
synthesis,synthesized area,0.00319,sq mm
setup_path,crit path DAT,1180,ps
synthesis,top-area cell type share of the netlist area,51.8,%
clock_tree,clock sinks,66,
global_route,GR Util All Layers,18.7,%
routing,Detailed Route Iter0 Violations,80,
global_route,antenna violations before repair,0,
synthesis,Yosys warning count,1,
timing,Final period util,32.2,%
clock_tree,number of H-tree levels,3,
timing,Layout Skew,9.05,ps
setup_path,CP Launch Type,flop,
==> stage by stage <==
| step | cells | worst slack, ps | total power [mW] | utilization (%) | hold slack (ps) |
|---|---|---|---|---|---|
| global placement | 377 | 6370 | 0.329 | 55.4 | 469 |
| floorplan | 299 | 7000 | 0.314 | - | 454 |
| CTS | 393 | 6560 | 0.564 | 58.7 | 492 |
| global route | 393 | 6520 | 0.580 | 58.7 | 498 |
| finish | 393 | 6580 | 0.553 | 58.7 | 485 |
| detailed placement | 377 | 6340 | 0.330 | 55.4 | 474 |
==> final timing paths <==
kind	slack [ps]	startpoint	depth (start not counted)	to
worst max-delay path	6580	right_out$_DFFE_PN0P_	1	right_out
worst min-delay path	480	left_counter[15]$_DFFE_PN0P_	1	left_counter[15]$_DFFE_PN0P_
worst max register to register	7570	left_counter[7]$_DFFE_PN0P_	5	left_counter[10]$_DFFE_PN0P_
worst min register to register	480	left_counter[15]$_DFFE_PN0P_	1	left_counter[15]$_DFFE_PN0P_
max in group asynchronous	7200	reset	2	left_out$_DFFE_PN0P_
min in group asynchronous	1560	reset	1	start_counter[14]$_DFFE_PN0P_
==> power by group <==
part	total, mW	leakage, nW	internal, mW	switching [mW]
logic	0.0337	0.486	0.0127	0.0210
clock network	0.229	0.101	0.133	0.0965
registers	0.290	0.903	0.282	0.00824
total	0.553	1.49	0.428	0.126
==> placed cells by master (no fill, tap or decap), drive strengths merged, types with 2 or more instances in the layout <==
| cell | netlist | layout |
|---|---|---|
| and4 | 5 | 5 |
| nand4 | 5 | 5 |
| a41oi | 2 | 2 |
| nand2b | 2 | 2 |
| nand2 | 16 | 16 |
| clkdlybuf4s50 | 0 | 6 |
| xnor2 | 31 | 31 |
| nand3 | 16 | 16 |
| xor2 | 5 | 5 |
| buf | 4 | 5 |
| or3 | 4 | 4 |
| and2 | 20 | 20 |
| or2 | 3 | 3 |
| nor3b | 2 | 2 |
| nor2 | 46 | 46 |
| nor4 | 11 | 11 |
| clkbuf | 4 | 14 |
| dfrtp | 66 | 66 |
| o211ai | 2 | 2 |
| and3 | 3 | 3 |
| a31o | 2 | 2 |
| o21ai | 7 | 7 |
| nor3 | 9 | 9 |
| a211oi | 3 | 3 |
| ha | 3 | 3 |
| inv | 3 | 3 |
| a2111oi | 5 | 5 |
| mux2i | 2 | 2 |
| a21oi | 11 | 11 |
==> state kept, by name, summed over array words and instances (netlist names) <==
signal         flops
left_out           1
start_out          1
start_counter     20
left_prev          1
start_prev         1
right_prev         1
left_counter      20
right_out          1
right_counter     20
==> kinds of logic after synthesis <==
logic type	Yosys count	synth area share (%)
buf+inv	11	1.53
mux	2	0.628
fa+ha+maj	3	1.18
xor+xnor	36	9.89
flops	66	51.8
simple gates	145	25.7
compound gates	36	9.30
==> cell type report <==
| class | count | area [sq um] | share of cell area, % |
|---|---|---|---|
| multi-input combinational | 222 | 1490 | 42.1 |
| sequential | 66 | 1650 | 46.7 |
| tap | 75 | 93.8 | 2.65 |
| clock buffer | 14 | 163 | 4.60 |
| inverter | 3 | 11.3 | 0.318 |
| timing repair buffer | 11 | 95.1 | 2.69 |
| clock inverter | 2 | 35.0 | 0.990 |
==> routing by layer <==
metal / up-vias / part of all wire (%) / routed length, microns
met5: - / 0 / 0
met4: 0 / 1.2 / 65
met3: 6 / 3.5 / 187
met2: 23 / 44 / 2380
met1: 1022 / 51 / 2780
li1: 1076 / - / -
Power is estimated from default activity; no workload was simulated.
